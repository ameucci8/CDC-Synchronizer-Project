==> ./config.mk <==
export PLATFORM = sky130hd
export DESIGN_NAME = fifo_write_pointer_full
export DESIGN_NICKNAME = fifo_write_pointer_full
export VERILOG_FILES = /design/flow/design.v
export SDC_FILE = /design/flow/constraint.sdc
export NUM_CORES = 4
export LEC_CHECK = 1
export CORE_AREA = 10 10 70 70
export DIE_AREA = 0 0 80 80
==> ./constraint.sdc <==
current_design fifo_write_pointer_full

set clk_period 2.6
set clk_io_pct 0.2

create_clock -name clk0 -period $clk_period [get_ports {write_clk}]

set non_clock_inputs [all_inputs -no_clocks]
set_input_delay [expr $clk_period * $clk_io_pct] -clock clk0 $non_clock_inputs
set_output_delay [expr $clk_period * $clk_io_pct] -clock clk0 [all_outputs]
==> ./design.v <==
module adder_n_bit #(
    parameter N = 8
) (
    input wire [(N > 0) ? N-1 : 0 : 0] a,
    input wire [(N > 0) ? N-1 : 0 : 0] b,
    input wire cin,
    output wire [(N > 0) ? N-1 : 0 : 0] sum,
    output wire cout,
    output wire overflow
);
overflow uut1 (
    .a(a[N-1]), 
    .b(b[N-1]), 
    .z(sum[N-1]), 
    .overflow(overflow)
);
genvar i;
generate
    if( N > 1) begin 
        wire carry[N:0];
        assign carry[0] = cin;
        assign cout = carry[N];
        for(i = 0; i < N; i = i + 1) begin : gen_multiple_cells
            full_adder uut (
                .a(a[i]),
                .b(b[i]),
                .cin(carry[i]),
                .sum(sum[i]),
                .cout(carry[i+1])
            );
        end
    end else begin
        full_adder uut2 (
            .a(a),
            .b(b),
            .cin(cin),
            .sum(sum),
            .cout(cout)
        );
    end
endgenerate
endmodule
module xor_op #(
    N = 8
)(
    input wire [(N > 0) ? N-1 : 0 : 0] a,
    input wire [(N > 0) ? N-1 : 0 : 0] b,
    output wire [(N > 0) ? N-1 : 0 : 0] out
);
genvar i;
generate
    for(i = 0; i < N; i = i + 1) begin
        xor(out[i], a[i], b[i]);
    end
endgenerate
endmodule
module register #(
  parameter N = 8   
)(
  input wire clk,        
  input wire reset,      
  input wire enable,     
  input wire [N-1:0] D,  
  output reg [N-1:0] Q   
);
  always_ff @(posedge clk or posedge reset) begin
    if (reset) begin
      Q <= {N{1'b0}}; 
    end else if (enable) begin
      Q <= D;   
    end
  end
endmodule
module full_adder(
    input  wire a,
    input  wire b,
    input  wire cin,
    output wire sum,
    output wire cout
);
wire a_xor_b, a_and_b, a_xor_b_and_cin;
xor (a_xor_b, a, b);           
xor (sum, a_xor_b, cin);       
and (a_and_b, a, b);           
and (a_xor_b_and_cin, a_xor_b, cin);  
or (cout, a_and_b, a_xor_b_and_cin);  
endmodule
module or_n_to_1 #(
    NUM_INPUTS = 8  
) (
    input wire [(NUM_INPUTS > 0) ? NUM_INPUTS-1 : 0 : 0] a,
    output wire out
);
wire [(NUM_INPUTS > 0) ? NUM_INPUTS-1 : 0 : 0] or_inner;  
assign or_inner[0] = a[0];  
assign out = or_inner[NUM_INPUTS - 1];  
genvar i;
generate
    for(i = 1; i < NUM_INPUTS; i = i + 1) begin                
        or (or_inner[i], or_inner[i-1], a[i]);  
    end
endgenerate
endmodule
module overflow (
    input wire a,
    input wire b, 
    input wire z,
    output wire overflow
);
wire ab, ab_n, a_n, b_n, z_n, zab_n, z_nab;
not (a_n, a);	        
not (b_n, b);	        
not (z_n, z);	        
and (ab_n, a_n, b_n);   
and (ab, a, b);	        
and (zab_n, z, ab_n);   
and (z_nab, z_n, ab);   
or  (overflow, z_nab, zab_n);  
endmodule
module binary_to_gray #(
    N = 8
) (
    input wire [(N > 0) ? N - 1 : 0 : 0] binary,
    output wire [(N > 0) ? N - 1 : 0 : 0] gray
);
assign gray[N-1] = binary[N-1];
genvar i;
generate
    for(i = N-1; i > 0; i = i - 1)begin
        xor (gray[i-1], binary[i], binary[i-1]);
    end
endgenerate
endmodule
module fifo_write_pointer_full #(
    parameter NUM_ADDRESS = 8  
)(
    input wire write_clk,
    input wire write_enable,
    input wire write_reset,
    input wire [(NUM_ADDRESS > 0) ? $clog2(NUM_ADDRESS) : 0 : 0] read_pointer_sync,  
    output wire [(NUM_ADDRESS > 0) ? $clog2(NUM_ADDRESS) : 0 : 0] write_pointer,  
    output wire [(NUM_ADDRESS > 0) ? $clog2(NUM_ADDRESS) - 1 : 0 : 0] write_address,  
    output wire fifo_full
);
parameter POINTER_LENGTH = $clog2(NUM_ADDRESS) + 1;
parameter ADDRESS_LENGTH = $clog2(NUM_ADDRESS);
wire read_write_not_equal; 
wire read_write_equal;
wire read_write_last_bit_xor;
wire fifo_full_n; 
wire register_enable;
wire [(NUM_ADDRESS > 0) ? POINTER_LENGTH - 1 : 0 : 0] read_address;
wire [(NUM_ADDRESS > 0) ? POINTER_LENGTH - 1 : 0 : 0] write_address_all_bits;
wire [(NUM_ADDRESS > 0) ? POINTER_LENGTH - 1 : 0 : 0] write_address_incr;
wire [(NUM_ADDRESS > 0) ? ADDRESS_LENGTH - 1 : 0 : 0] read_write_address_comp;
assign write_address = write_address_all_bits[$clog2(NUM_ADDRESS) - 1 : 0];
gray_to_binary #(
    .N(POINTER_LENGTH)
) read_pointer_to_read_address (
    .gray(read_pointer_sync),
    .binary(read_address)
);
xor_op #(
    .N(ADDRESS_LENGTH)
) xor_address(
    .a(read_address[$clog2(NUM_ADDRESS) - 1 : 0]),
    .b(write_address_all_bits[$clog2(NUM_ADDRESS) - 1 : 0]),
    .out(read_write_address_comp)
);
or_n_to_1 #(
    .NUM_INPUTS(ADDRESS_LENGTH)
) fifo_flag_address_comp (
    .a(read_write_address_comp),
    .out(read_write_not_equal)
);
not(read_write_equal, read_write_not_equal);
xor(read_write_last_bit_xor, write_address_all_bits[$clog2(NUM_ADDRESS)], read_address[$clog2(NUM_ADDRESS)]);
and(fifo_full, read_write_last_bit_xor, read_write_equal);
not(fifo_full_n, fifo_full);
and(register_enable, fifo_full_n, write_enable);
adder_n_bit #( 
    .N(POINTER_LENGTH)
) write_address_increment (
    .a(write_address_all_bits),
    .b({POINTER_LENGTH{1'b0}}),
    .cin(1'b1),
    .sum(write_address_incr),
    .cout( ),
    .overflow( )
);
register #(
    .N(POINTER_LENGTH)
) write_handler_register (
    .clk(write_clk),              
    .reset(write_reset),           
    .enable(register_enable),
    .D(write_address_incr),      
    .Q(write_address_all_bits)
);
binary_to_gray #(
    .N(POINTER_LENGTH)
) write_addr_to_write_pointer (
    .binary(write_address_all_bits),
    .gray(write_pointer)
);
endmodule
module gray_to_binary #(
    N = 8
) (
    input wire [(N > 0) ? N - 1 : 0 : 0] gray,
    output wire [(N > 0) ? N - 1 : 0 : 0] binary
);
assign binary[N-1] = gray[N-1];
genvar i;
generate
    for(i = N-1; i > 0; i = i - 1)begin
        xor (binary[i-1], binary[i], gray[i-1]);
    end
endgenerate
endmodule
==> ./run.sh <==
#!/bin/bash
# OpenROAD 26Q1-2900-gdf79404cd8, Yosys 0.63+post, stock flow scripts
make -C /OpenROAD-flow-scripts/flow DESIGN_CONFIG=/design/flow/config.mk WORK_HOME=/design/flow/orfs finish
==> metrics.log <==
[metrics] run summary
INFO  metric largest_register = write_handler_register.Q
INFO  metric synth_flop_count = 4
INFO  metric clock-sinks = 4
INFO  metric p_leak = 0.2098 nW
INFO  metric ys_sh_mux = 0.1000
INFO  metric worstPathArrival = 1.95 ns
INFO  metric n_antenna_cell = 0
INFO  metric hp_class = in -> async
INFO  metric drtAntennaViolNets = 0
INFO  metric via_per_inst = 2.773
INFO  metric drt_first_pass_iters = 2
INFO  metric drv.max_cap_violation_count = 0
INFO  metric initial_utilization = 0.09524
INFO  metric fmax = 405.3 MHz
INFO  metric synth_area = 325.3 sq um
INFO  metric drt-total-wl = 785 um
INFO  metric top_area_frac = 0.3077
INFO  metric skew = 0.0006569 ns
INFO  metric post_cts_buffers = 0
INFO  metric synthesis.area_per_instance = 10.84 sq um
INFO  metric mi_logic_area = 202.7 sq um
INFO  metric avg_wl_per_cell = 8.920 um
INFO  metric ys_sh_xor = 0.2692
INFO  metric simple_gate_share = 0.05385
INFO  metric setup-violations-final = 0
INFO  metric total_power = 597.9 uW
INFO  metric final.period_utilization = 0.9489
INFO  metric grt_max_degree = 7
INFO  metric timing.critical_path.to_type = output pin
INFO  metric yosys_stat_area = 325.3 sq um
INFO  metric rsz0062_at_grt = no
INFO  metric count_of_yosys_warnings_during_synthesis = 2
INFO  metric clock_insertion_delay_worst_skew = 0.23 ns
INFO  metric core-area = 3416 sq um
INFO  metric place_worst_setup_slack = 0.05693 ns
INFO  metric flip_flops_with_a_built_in_enable = 0
INFO  metric drv_slew = 0
INFO  metric finalSetupTns = 0 ns
INFO  metric setup_slack = 0.1330 ns
INFO  metric fp.dieW = 80 um
INFO  metric detailroute.via_count = 244
INFO  metric power.density = 1124 nW/um^2
INFO  metric common_cells = 7 x sky130_fd_sc_hd__xnor2_1, 5 x sky130_fd_sc_hd__buf_4, 4 x sky130_fd_sc_hd__dfrtp_1
INFO  metric syn_inst = 30
INFO  metric largest_register_ff_count = 4
INFO  metric tool_warnings = 25
INFO  metric synthAoiAreaFrac = 0.06538
INFO  metric area_growth_syn_to_layout = 63.46%
INFO  metric grt-ovfl-total = 0
INFO  metric design.die.area = 6400 sq um
INFO  metric ys_dominant_reg_cell = sky130_fd_sc_hd__dfrtp_1
INFO  metric post_synth_main_logic_family = XOR/XNOR gates
INFO  metric relSlewSlack = 0.7374
INFO  metric max-vdd-ir-drop = 173.3 uV
INFO  metric kind_of_start_point_of_the_critical_path = input pin
INFO  metric hold_violations = 0
INFO  metric die_height = 80 um
INFO  metric cts.reportedPaths.clkPinSlew = 0.03 ns
INFO  metric sequential_cell_area = 100.1 sq um
INFO  metric tritoncts = yes
INFO  metric grt_first_pass_wirelength = 1.331 mm
INFO  metric grt_usage = 0.02715
INFO  metric path_max_fanout = 3
INFO  metric cts-root-buf = sky130_fd_sc_hd__clkbuf_4
INFO  metric placement.io_buffers = 14
INFO  metric criticalPathCategory = in -> out
INFO  metric max-clock-path-buffers = 2
INFO  metric critPathRequiredTime = 2.08 ns
INFO  metric run_status = completed
INFO  metric cts-buffers-inserted = 3
INFO  metric setup.worst_path.start = read_pointer_sync[0]
INFO  metric worstMarginPinSlew = 0.3889 ns
INFO  metric synth_top_cell_by_area = sky130_fd_sc_hd__dfrtp_1
INFO  metric synth.cellmix.adderShare = 0.07692
INFO  metric dr.first_iter.drc_count = 8
INFO  metric number_of_antenna_violations_at_the_first_check_in_global_routing = 0
INFO  metric synth_dominant_cell_count = sky130_fd_sc_hd__xnor2_1
INFO  metric async_flop_share = 1.000
INFO  metric ctsHtreeMaxLevel = 1
INFO  metric synth_sequential_area_ratio = 0.3077
INFO  metric fill_count = 393
INFO  metric final_layout_size_suffix_gt1_frac = 0.2143
INFO  metric postCtsHoldBufs = 0
INFO  metric launching_point_of_the_worst_reg2reg_path = write_handler_register.Q[2]
INFO  metric first_global_vias = 270
INFO  metric place.gp.congestion = 0.7016
INFO  metric largestRegisters = write_handler_register.Q: 4 flops
INFO  metric floorplan.rows = 21
INFO  metric synth.lib_cells_used.distinct = 12
INFO  metric io_pins = 15
INFO  metric cts_resized = 0
INFO  metric drcViolationCount = 0
INFO  metric finalWorstPathRequiredPeriod = 2.467 ns
INFO  metric yosysCellCount = 30
INFO  metric area_leaders = sky130_fd_sc_hd__dfrtp_1 31%, sky130_fd_sc_hd__xnor2_1 19%, sky130_fd_sc_hd__buf_4 12%
## cell usage in the layout, fill, tap and decap left out
cell type	instances
sky130_fd_sc_hd__nor3_1	1
sky130_fd_sc_hd__xnor2_1	6
sky130_fd_sc_hd__dfrtp_1	4
sky130_fd_sc_hd__o31ai_2	1
sky130_fd_sc_hd__o311ai_0	1
sky130_fd_sc_hd__xor2_1	2
sky130_fd_sc_hd__clkbuf_4	3
sky130_fd_sc_hd__mux2_2	2
sky130_fd_sc_hd__ha_1	2
sky130_fd_sc_hd__xor2_2	1
sky130_fd_sc_hd__dlymetal6s2s_1	2
sky130_fd_sc_hd__mux2i_2	1
sky130_fd_sc_hd__nor2b_1	2
sky130_fd_sc_hd__inv_1	1
sky130_fd_sc_hd__xnor2_2	1
sky130_fd_sc_hd__clkdlybuf4s50_1	12
## worst max-delay path, cell delays in order
cell                              delay, ns
sky130_fd_sc_hd__clkdlybuf4s50_1       0.47
sky130_fd_sc_hd__xnor2_1               0.13
sky130_fd_sc_hd__xnor2_1               0.13
sky130_fd_sc_hd__nor3_1                0.21
sky130_fd_sc_hd__clkdlybuf4s50_1       0.50
## per-stage QoR
step             util  area (sq um)  hold WS (ns)  std cells
2_1_floorplan       -         325.3        0.2861         30
3_3_place_gp   0.1421         485.5        0.5422         85
3_5_place_dp   0.1421         485.5        0.5329         85
4_1_cts        0.1487         508.0        0.4723         88
5_1_grt        0.1557         531.8        0.4840         88
6_report       0.1557         531.8        0.4722         88
## metal layers
| metal | global-route usage | part of all wire | wire (um) |
|---|---|---|---|
| met2 | 0.03371 | 0.43 | 337 |
| met3 | 0.02614 | 0.15 | 116 |
| met1 | 0.03209 | 0.42 | 331 |
| met5 | 0 | 0 | 0 |
| met4 | 0.007042 | 0 | 0 |
## where the power goes
group	total [mW]	switching, mW	internal, mW
logic	0.369	0.111	0.258
clock network	0.0740	0.0226	0.0514
registers	0.154	0.0581	0.0963
## cell type report
cell class              instances  share of cell area
flip-flops and latches          4              0.1882
repair buffers                 14              0.2729
multi-input cells              20              0.3812
inverters                       1            0.007059
clock buffers                   3             0.04235
well taps                      46              0.1082
## kinds of logic (layout without fill, tap and decap cells)
logic type / Yosys count / in the layout
AND-OR/OR-AND: 2 / 2
buffers and inverters: 6 / 18
AND/OR/NAND/NOR: 3 / 3
flip-flops: 4 / 4
multiplexers: 3 / 3
XOR/XNOR: 10 / 10
adder cells (fa/ha/maj): 2 / 2
## final timing paths
kind / slack [ns] / cells after the start / end
min: 0.47 / 2 / write_handler_register.Q[1]
max: 0.13 / 5 / fifo_full
max reg2reg: 0.90 / 4 / write_handler_register.Q[2]
max in group asynchronous: 1.98 / 2 / write_handler_register.Q[2]
min reg2reg: 0.54 / 1 / write_handler_register.Q[0]
min in group clk0: 0.54 / 1 / write_handler_register.Q[0]
Power is estimated from default activity; no workload was simulated.
